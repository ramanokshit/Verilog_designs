$ cat ./run.sh
#!/bin/bash
# OpenROAD 26Q1-2900-gdf79404cd8, Yosys 0.63+post, stock flow scripts
make -C /OpenROAD-flow-scripts/flow DESIGN_CONFIG=/design/flow/config.mk WORK_HOME=/design/flow/orfs finish
$ cat ./constraint.sdc
current_design Booth_Multiplier

set clk_period 28.0
set clk_io_pct 0.2

create_clock -name clk0 -period $clk_period

set non_clock_inputs [all_inputs -no_clocks]
set_input_delay [expr $clk_period * $clk_io_pct] -clock clk0 $non_clock_inputs
set_output_delay [expr $clk_period * $clk_io_pct] -clock clk0 [all_outputs]
$ cat ./config.mk
export PLATFORM = sky130hd
export DESIGN_NAME = Booth_Multiplier
export DESIGN_NICKNAME = Booth_Multiplier
export VERILOG_FILES = /design/flow/design.v
export SDC_FILE = /design/flow/constraint.sdc
export NUM_CORES = 4
export LEC_CHECK = 1
export CORE_UTILIZATION = 40
$ cat ./design.v
module Booth_Multiplier #(parameter n=10)(input signed [n-1:0] M, Q, output reg signed [2*n-1:0] P);
  reg signed [n-1:0]A,Q1;
  integer i;
  reg q;
  always@(*) begin
    A=0; q=0;Q1=Q;
  for(i=0; i<n; i=i+1) begin
    case({Q1[0],q})
      2'b10:A=A-M;
      2'b01:A=A+M;
      default: ;
    endcase
    {A,Q1,q}={A[n-1],A,Q1};
  end
  P={A,Q1};
  end
endmodule
==> Table 3: Implementation characteristics <==
Physical implementation characteristics

Parameter                              Value

Status
  Status .................. completed

Global routing
  Global-route wire length before repair .................. 28,700 um
  Global-route total usage across every layer .................. about 22%
  Number of global-route vias before repair .................. 5,434
  Antenna violations before repair .................. 0
  Largest net degree at the start of global routing .................. 25
  Aggregate global routing overflow .................. 0

Final layout
  Area added between synthesis and finish .................. 9.03%
  Layout Utilization .................. around 45%
  Number of clock buffer instances in the layout .................. 0
  FFs & Latches .................. 0
  Layout cells sized above 1 .................. 9.29%
  Sequential cell area .................. 0 um2

Clocking
  CTS Hold Bufs .................. 0
  Post-CTS Setup Repair Bufs .................. 0
  Post-CTS Resized .................. 0

Synthesis
  Sequential element share of the synthesized area .................. 0%
  Yosys warns .................. 1
  Per-instance average area after synthesis .................. 7.14 um2
  Synth unique cells .................. 88
  Area of the synthesized netlist per yosys stat .................. 6470 um2
  Post-Synthesis Cell Area .................. 6470 um2
  Instance count of the mapped netlist .................. 906
  Cell count in the Yosys report .................. 906

Critical path
  Worst EP required .................. 22.40 ns
  Highest cell delay on the worst timing path .................. 0.67 ns
  Crit. End Element .................. output port
  Critical Path Source Type .................. input port
  Critical-path maximum fanout .................. 15
  Slowest library cell on the worst path .................. clkdlybuf4s50_1
  CP Class .................. in -> out
  Arrival time of the worst setup path .................. 20.87 ns

Floorplan
  Die boundary height .................. 129 um
  Top-Level Pins .................. 40
  Effective utilization at floorplan .................. 40.9%
  Area of the core .................. 15,800 um2
  Core Rows .................. around 46
  DIE AREA .................. 16,700 um2
  Die width .................. 129 um

STA
  Number of hold violations in the final report .................. 0
  Final Slew Violations .................. 0
  Worst-margin pin slew .................. 0.763 ns
  Setup repair after global routing missed its margin .................. no
  Final setup violation count .................. 0
  Final critical delay including setup and external delays .................. 26.47 ns
  Final period util .................. 94.5%
  Max transition margin .................. 48.8%
  Aggregate negative setup slack .................. 0 ns
  F_max .................. 37.8 MHz
  Final hold slack .................. 12.40 ns

Route
  Final wirelength .................. 17,700 um
  Number of routed nets with antenna violations .................. 0
  DRC violations left .................. 0
  Routed via count .................. approximately 6.1k
  Number of detailed-routing iterations run before antenna repair .................. 5
  Routed WL per cell .................. 15.7 um
  Diodes inserted .................. 0
  Via-to-Cell Ratio .................. 5.38
  Initial detailed-routing violation count .................. 344

Placed design
  Number of buffers inserted by port buffering .................. around 40
  Final HPWL from detailed placement .................. 13,900 um
  GPL Wtd Cong .................. a little over 0.9

Worst hold path
  Path class of the lowest-slack min-delay path .................. in -> out

Job
  Max-cap violations .................. 0
  OpenROAD warning count .................. 32
==> cells in the mapped netlist, drive strengths merged, types with 3 or more instances <==
| cell | number | area [um2] |
|---|---|---|
| nor2 | 125 | 477 |
| xnor2 | 96 | 848 |
| ha | 84 | 1050 |
| a21oi | 80 | 400 |
| inv | 64 | 240 |
| xor2 | 51 | 454 |
| nand2 | 47 | 176 |
| mux2 | 41 | 465 |
| clkbuf | 30 | 113 |
| o21ai | 30 | 154 |
| o21bai | 26 | 195 |
| a21o | 21 | 158 |
| nor3 | 21 | 115 |
| buf | 18 | 106 |
| and2 | 12 | 75.1 |
| fa | 9 | 180 |
| nand4 | 9 | 56.3 |
| or3 | 9 | 56.3 |
| a211oi | 8 | 60.1 |
| nand3 | 8 | 40.0 |
| nand2b | 7 | 43.8 |
| o211ai | 7 | 52.6 |
| o31ai | 7 | 62.6 |
| and3 | 6 | 37.5 |
| mux2i | 6 | 85.1 |
| o21a | 6 | 46.3 |
| nor4 | 5 | 46.3 |
| a2111oi | 4 | 42.5 |
| a31oi | 4 | 25.0 |
| a41oi | 4 | 35.0 |
| nor2b | 4 | 25.0 |
| o31a | 4 | 35.0 |
| o41ai | 4 | 42.6 |
| or2 | 4 | 25.0 |
| maj3 | 3 | 30.0 |
| or4 | 3 | 26.3 |
==> per-layer routing <==
metal  GRT usage [%]  routed length, um
met3            2.06                861
met5               0                  0
met2            33.5               7440
met1            35.1               9270
met4            2.21                144
==> cell families (layout without fill, tap and decap cells) <==
group           count (synthesis)  in the layout  synth area share, %
compound gates                231            231                 24.1
simple gates                  269            269                 19.9
fa+ha+maj                      96             96                 19.5
mux                            47             47                 8.51
xor+xnor                      149            149                 20.8
buf+inv                       114            123                 7.23
==> per-stage QoR <==
step	cells	area, um2	worst slack (ns)
2_1_floorplan	906	6470	3.95
3_3_place_gp	1131	7050	1.84
3_5_place_dp	1131	7050	1.71
4_1_cts	1131	7050	1.64
5_1_grt	1131	7050	0.200
6_report	1131	7050	1.53
==> critical path, delay by kind of cell <==
family | cells | cell delay, ns
AOI/OAI and AO/OA | 17 | 3.95
adders and majority gates | 10 | 3.44
xor gates and xnor gates | 18 | 3.32
and+or+nand+nor | 19 | 3.07
buffers and inverters | 3 | 1.33
muxes | 1 | 0.12
==> area by class of cell <==
| class | instances | area (um2) |
|---|---|---|
| Inverter | 66 | 249 |
| Fill cell | 1612 | 8770 |
| Timing Repair Buffer | 57 | 528 |
| Multi-Input combinational cell | 792 | 6010 |
| Tap cell | 216 | 270 |
==> worst paths after layout <==
kind | end | startpoint | cells after the start | slack, ns
worst max-delay path | P[19] | M[1] | 68 | 1.53
worst min-delay path | P[1] | Q[0] | 5 | 12.40
==> layout by cell type (no fill, tap or decap), types with 5 or more instances in the layout <==
cell	n
mux2_2	40
a21oi_1	80
and2_1	12
xor2_1	50
fa_1	9
o21ai_0	25
clkdlybuf4s50_1	40
and3_1	6
o211ai_1	7
nand3_1	8
nor2_1	124
o31ai_1	5
inv_1	61
nor3_1	19
a211oi_1	8
o21bai_1	26
buf_4	17
or3_1	9
o21a_1	5
ha_1	84
nand4_1	9
xnor2_1	95
nand2b_1	7
a21o_1	21
nand2_1	47
